==> flow/design.v <==
module jp(clk100khz,din,scan,dout);
input clk100khz;
input[3:0]din;
output[7:0]dout;
output[5:0]scan;
reg[7:0]dout;
reg[5:0]scan;
reg[3:0]cnt,s;
reg[7:0]temp,led1,led2,led3,led4,led5,led6;
reg flag,clk1;
reg[25:0]count;
always@(posedge clk100khz)
	begin
		if(count=='d15000) 
			begin clk1=~clk1;count<=0;end
		else
			begin count<=count+1'b1;end
	end
always@(posedge clk1)
	begin
	if(led6==8'b00000000)
	begin
		if(din[3:0]<4'b1111) begin flag<=0;
		case(din[3:0])
		4'b1110:begin temp[7:0]<=8'b00000110;end 
		4'b1101:begin temp[7:0]<=8'b01011011;end 
		4'b1011:begin temp[7:0]<=8'b01001111;end 
		4'b0111:begin temp[7:0]<=8'b01100110;end 
		4'b1100:begin temp[7:0]<=8'b01101101;end 
		4'b1010:begin temp[7:0]<=8'b01111101;end 
		4'b0110:begin temp[7:0]<=8'b00000111;end 
		4'b1001:begin temp[7:0]<=8'b01111111;end 
		default:begin temp[7:0]<=8'b00000000;end
		endcase
	end
	if(flag==0)
	begin
		flag<=1;
		led6<=led5;
		led5<=led4;
		led4<=led3;
		led3<=led2;
		led2<=led1;
		led1<=temp;
	end
	else if(din[3:0]==4'b1111)
	begin
		flag<=1;
	end
	end
	end
always@(posedge clk100khz)
	begin
		if(cnt==3'b101)
			begin cnt<=0;end
		else
			begin cnt<=cnt+1;end
	end
always@(cnt)
	begin
		case(cnt)
		3'b000:begin scan<=6'b000001;dout[7:0]<=led1;end
		3'b001:begin scan<=6'b000010;dout[7:0]<=led2;end
		3'b010:begin scan<=6'b000100;dout[7:0]<=led3;end
		3'b011:begin scan<=6'b001000;dout[7:0]<=led4;end
		3'b100:begin scan<=6'b010000;dout[7:0]<=led5;end
		3'b101:begin scan<=6'b100000;dout[7:0]<=led6;end
		default:begin scan<=6'b000000;end
		endcase
	end
endmodule
==> flow/run.sh <==
#!/bin/bash
# OpenROAD 26Q1-2900-gdf79404cd8, Yosys 0.63+post, stock flow scripts
make -C /OpenROAD-flow-scripts/flow DESIGN_CONFIG=/design/flow/config.mk WORK_HOME=/design/flow/orfs finish
==> flow/config.mk <==
export PLATFORM = sky130hd
export DESIGN_NAME = jp
export DESIGN_NICKNAME = jp
export VERILOG_FILES = /design/flow/design.v
export SDC_FILE = /design/flow/constraint.sdc
export NUM_CORES = 4
export LEC_CHECK = 1
export CORE_UTILIZATION = 30
==> flow/constraint.sdc <==
current_design jp

set clk_period 3.4
set clk_io_pct 0.2

create_clock -name clk0 -period $clk_period [get_ports {clk100khz}]

set non_clock_inputs [all_inputs -no_clocks]
set_input_delay [expr $clk_period * $clk_io_pct] -clock clk0 $non_clock_inputs
set_output_delay [expr $clk_period * $clk_io_pct] -clock clk0 [all_outputs]
==> impl_metrics.env <==
# physical design summary
export IMPL_portBuffers=17
export IMPL_floorplan_core_util_pct=30.9
export IMPL_die_y_um=110
export IMPL_fin_crit_ns=2.83
export IMPL_mostFrequentLayoutCell="edfxtp_1"
export IMPL_fin_ws_ns=0.568
export IMPL_fin_tns_setup_ns=0
export IMPL_cpPeakStageDelay_ns=0.53
export IMPL_synth_edff_count=51
export IMPL_antenna_found_initial=0
export IMPL_cts_buffers=5
export IMPL_synth_cells=284
export IMPL_finalClockPeriodUsage_pct=83.3
export IMPL_drtAntennaViolNets=0
export IMPL_slowest_stage="clkdlybuf4s50_1"
export IMPL_pre_cts_ws_ns=0.895
export IMPL_max_freq_ghz=0.353
export IMPL_crit_path_end_kind="primary output"
export IMPL_lay_top_cells="edfxtp_1 (51), dfxtp_1 (30), nand2_1 (24), nor2_1 (19), xnor2_1 (18)"
export IMPL_ff2ff_path_depth=5
export IMPL_gp_congestion=0.859
export IMPL_fillers=1085
export IMPL_worst_pin_slew_ns=0.670
export IMPL_setup_violations=0
export IMPL_worstPathCellList="ha_1 > and3b_1 > clkdlybuf4s50_1"
export IMPL_finClkSkew_ns=0.00353
export IMPL_relSlewSlack_pct=55.3
export IMPL_core_area_mm2=0.0114
export IMPL_startpoint_type="flip-flop"
export IMPL_clock_latency_ns=0.27
export IMPL_stdcell_area_mm2=0.00401
export IMPL_hold_viol_final=0
export IMPL_arrival_ns=2.15
export IMPL_drcViolationCount=0
export IMPL_comb_area_mm2=0.00120
export IMPL_drive_gt1_share_pct=5.67
export IMPL_yosys_cells=284
export IMPL_postSynth_asyncResetShare_pct=0
export IMPL_grt_pass1_vias=2026
export IMPL_die_w_um=110
export IMPL_slew_viol_final=0
export IMPL_cts_root_buf="clkbuf_16"
export IMPL_worstPathRequired_ns=2.72
export IMPL_hpwl_um=4020
export IMPL_ys_types=39
export IMPL_untimed_endpoints=114
export IMPL_drtPass1Iterations=4
export IMPL_holdPathStages=1
export IMPL_track_usage_pct=10.3
export IMPL_grt_setup_unrepaired="false"
export IMPL_postCtsHoldBufs=0
export IMPL_seqCellArea_mm2=0.00224
export IMPL_wl_per_cell_um=12.7
export IMPL_place_area_mm2=0.00385
export IMPL_netlist_area_mm2=0.00352
export IMPL_path_class="flip-flop to primary output"
export IMPL_drt_total_wl_um=5610
export IMPL_syn_area_per_cell_um2=12.4
export IMPL_clockBufferDepth=2
export IMPL_drt_iter0_drc=83
export IMPL_vdd_drop_max_mv=0.248
export IMPL_cts_setup_buffers=0
export IMPL_crit_fanout=12
export IMPL_grt_overflow=0
export IMPL_cts_tree="yes"
export IMPL_antenna_cells=0
export IMPL_numSynthFlops=88
export IMPL_unclocked_pins=57
export IMPL_path_clk_slew_ns=0.05
export IMPL_p_leak_nw=1.44
export IMPL_num_vias=2135
export IMPL_warnings=33
export IMPL_viasPerCell=4.82
export IMPL_grt_pass1_wl_um=9550
export IMPL_num_rows=39
export IMPL_die_area_mm2=0.0122
export IMPL_synthFlopType="edfxtp_1"
export IMPL_ctsResizeCount=0
export IMPL_grt_max_degree=52
export IMPL_h_tree_depth=2
export IMPL_ys_warn_count=1
export IMPL_status="completed"
export IMPL_area_growth_pct=13.7
export IMPL_maxCapViolations=0
export IMPL_ys_area_mm2=0.00352
export IMPL_io_pins=19
export IMPL_min_path_type="flip-flop to flip-flop"
export IMPL_power_density_mw_per_mm2=213
per-layer routing:
metal	wire length (um)	share of wire, %	track usage, %	up-vias
met5	0	0	0	-
met4	67	1.2	1.60	0
met3	354	6.3	2.64	4
met2	2430	43	14.7	66
met1	2760	49	16.8	1008
li1	-	-	-	1057
sequential cells by signal, indices dropped and copies added, names as in the netlist, 4 cells and up:
register and flops:
count 26, dout 7, led1 7, led2 7
led3 7, led4 7, led5 7, led6 7
temp 7, cnt 4
through the flow:
step	hold WS [ns]	util, %	power (mW)	cells
after floorplan	0.427	-	0.393	284
after global placement	0.448	33.7	0.400	435
after detailed placement	0.446	33.7	0.400	435
after CTS	0.458	35.1	0.869	443
after global routing	0.493	35.1	0.887	443
final	0.452	35.1	0.854	443
worst paths after layout:
path | start | endpoint | slack [ns]
worst max-delay path | cnt[0] | scan[5] | 0.57
worst min-delay path | count[25] | count[25] | 0.45
worst max register to register | count[0] | clk1 | 1.44
worst min register to register | count[25] | count[25] | 0.45
worst max-delay path, delay by kind of cell (launching register included):
family / cells / cell delay [ns]
buffers and inverters: 1 / 0.53
adders and majority gates: 1 / 0.48
and+or+nand+nor: 1 / 0.47
DFF: 1 / 0.40
cell families (layout without fill, tap and decap cells):
family | count (synthesis) | after routing | synth area share [%]
latches | 7 | 7 | 2.98
adders and majority gates | 11 | 11 | 3.90
AOI/OAI and AO/OA | 28 | 28 | 6.60
buffers and inverters | 23 | 39 | 2.70
xor gates and xnor gates | 25 | 25 | 6.21
muxes | 3 | 3 | 0.887
other | 1 | 1 | 0.106
and+or+nand+nor | 105 | 105 | 16.1
DFF | 81 | 81 | 60.5
where the power goes:
part | internal (mW) | switching [mW] | leakage, nW
sequential | 0.368 | 0 | 0.750
clock | 0.311 | 0.151 | 0.0761
combinational | 0.0118 | 0.0128 | 0.612
total | 0.690 | 0.164 | 1.44
synthesized netlist by cell type (2+ instances only):
cell type	n	area share, %
a21o_1	7	1.5
a221o_1	7	2.0
a222oi_1	7	2.0
and2_1	3	0.53
and3_1	2	0.35
buf_4	2	0.43
clkbuf_1	8	0.85
dfxtp_1	30	17
dlxtn_1	7	3.0
edfxtp_1	51	43
ha_1	11	3.9
inv_1	12	1.3
mux2i_1	2	0.57
nand2_1	24	2.6
nand2b_1	3	0.53
nand3_1	8	1.1
nand4_1	8	1.4
nor2_1	20	2.1
nor2b_1	6	1.1
nor3_1	14	2.0
nor4_1	8	1.4
o21ai_0	4	0.57
xnor2_1	18	4.5
xor2_1	7	1.7
layout make-up:
type / count / share of cell area (%)
Clock buffer: 7 / 3.81
Clock inverter: 1 / 0.187
Inverter: 12 / 1.12
Multi-Input combinational cell: 173 / 30.0
Sequential cell: 88 / 55.8
Tap cell: 143 / 4.47
Timing Repair Buffer: 19 / 4.62
Power is estimated from default activity; no workload was simulated.
