**flow/design.v**
```verilog
module cnt16(clk,rst,en,cout,dout,add);
  input clk,en,rst,add;
  output [15:0] dout;
  output cout;
  reg [15:0] data;
  reg cout;
always@(posedge clk or negedge rst)
  begin
    if(!rst) data<=0;
    else if(en)
  begin
  if(add==1)
    begin
    if(data<65535) data<=data+1;
    else data<=16'h0000;
    end
  else if(add==0)
    begin
    if(data!=0) data<=data-1;
    else data<=16'hffff;
    end
  end
  end
always@(data)
  begin
    if(add==1)
  begin
      if(data==16'hffff) cout=1'b1;
      else cout=1'b0;
  end
    else if(add==0)  cout=1'b0;
  end
assign dout=data;
endmodule
```
**flow/run.sh**
```bash
#!/bin/bash
# OpenROAD 26Q1-2900-gdf79404cd8, Yosys 0.63+post, stock flow scripts
make -C /OpenROAD-flow-scripts/flow DESIGN_CONFIG=/design/flow/config.mk WORK_HOME=/design/flow/orfs finish
```
**flow/config.mk**
```make
export PLATFORM = sky130hd
export DESIGN_NAME = cnt16
export DESIGN_NICKNAME = cnt16
export VERILOG_FILES = /design/flow/design.v
export SDC_FILE = /design/flow/constraint.sdc
export NUM_CORES = 4
export LEC_CHECK = 1
export CORE_AREA = 10 10 82 82
export DIE_AREA = 0 0 92 92
```
**flow/constraint.sdc**
```tcl
current_design cnt16

set clk_period 2.8
set clk_io_pct 0.2

create_clock -name clk0 -period $clk_period [get_ports {clk}]

set non_clock_inputs [all_inputs -no_clocks]
set_input_delay [expr $clk_period * $clk_io_pct] -clock clk0 $non_clock_inputs
set_output_delay [expr $clk_period * $clk_io_pct] -clock clk0 [all_outputs]
```
==> GITHUB_STEP_SUMMARY <==
### Yosys + OpenROAD results

| Metric | Value |
|---|---|
| Number of setup violations in the final report | `0` |
| Unique cell types | `49` |
| Remaining DRCs | `0` |
| Synthesized area per cell | `8.02 sq um` |
| Result of the run | `finished clean` |
| Post-synth seq share | `26.7%` |
| Iteration tally of the first detailed-router pass | `4` |
| Worst-path fanout max | `7` |
| RSZ-0062 raised after global routing | `false` |
| Cell-by-cell listing of the critical path | `nand3_1, or2_2, nor4_2, clkdlybuf4s50_1` |
| Accumulated negative setup slack | `0 ns` |
| Flop and latch count out of synthesis | `16` |
| Total die area | `8460 sq um` |
| Top area cells in the synthesized netlist | `dfrtp_1 27%, o21ai_0 5.7%, nand2_1 5.5%` |
| Top reg by flops | `data` |
| Leading registers by flop count | `data (16)` |
| Height of the chip | `slightly above 90 um` |
| Synth top area share | `26.7%` |
| Post-Layout Inst Area | `1920 sq um` |
| Number of antenna violations at the first check in global routing | `0` |
| Floorplan-stage core utilization | `between 20% and 30%` |
| Global-route wire length before repair | `around 7700 um` |
| Number of buffers inserted during clock tree synthesis | `3` |
| Area Growth Syn to Fin | `28.0%` |
| Filler cell count in the final layout | `548` |
| Count of buffers from port buffering | `20` |
| Worst hold path type | `flop to flop` |
| Cell count listed in synth_stat.txt | `roughly 190` |
| Drt wl/cell | `16.1 um` |
| Number of buffers inserted for hold repair after clock tree synthesis | `0` |
| Detail Placement HPWL | `about 3300 um` |
| H-tree levels | `1` |
| Endpoint required time on the critical path | `2.24 ns` |
| Leading register cell type out of synthesis | `dfrtp_1` |
| Floorplan die width | `92 um` |
| Vias | `1,569` |
| Fmax achieved | `0.374 GHz` |
| Detailed router's first-iteration violation count | `88` |
| CTS tree | `done` |
| Worst Setup Slack, final | `~0.13 ns` |
| Power Total | `1.30 mW` |
| Pwr per Cell Area | `~680 nW/um^2` |
| Buffer-and-inverter tally for the worst setup path | `1` |
| Flip-flop count of the largest register after layout | `16` |
| Final Skew | `between 0.007 and 0.008 ns` |
| Library cell used as clock root buffer | `clkbuf_8` |
| Count of pins on the block boundary | `21` |
| Via count of the first global-routing pass | `1,507` |
| Number of inserted diodes | `0` |
| Post-synthesis instance area | `1500 sq um` |
| Timing startpoint of the critical path | `data[13]` |
| Type of the setup path with the least slack | `flop to primary output` |
| DP Worst Slack | `0.0746 ns` |
| Warnings, synthesis | `1` |
| Drt via density | `5.49` |
| Worst slew pin tran | `0.621 ns` |
| Startpoint of the most critical hold path | `data[14]` |
| Final weighted congestion in routability-driven placement | `~0.88` |
| Number of hold violations in the final report | `0` |
| Worst-path clk slew | `0.07 ns` |
| Sinks on Clock Net | `16` |
| Final worst path period share | `~95%` |
| Clock latency reported for the late side of the worst-skew pair | `0.25 ns` |
| Routed wire length | `4610 um` |
| Floorplan Core Area | `5070 sq um` |
| Crit path capture type | `primary output` |
| Family with the most delay on the worst path | `simple AND/OR/NAND/NOR gates` |
| Slew margin rel. | `between 50% and 60%` |
| Fraction of layout cells with a size suffix above 1 | `between 10% and 20%` |
| Area leader, netlist | `dfrtp_1` |
| Number of OpenROAD warnings | `27` |
| Cell row count | `26` |
| Overflow after GRT | `0` |
| Global Route Usage Sum | `between 10% and 20%` |
| Critical register-to-register path startpoint | `data[0]` |
| Post-CTS setup repair buffer count | `0` |
| Max cap viols | `0` |
| Number of max-slew violations in the final report | `0` |
| Number of flops mapped to enable cells by yosys | `0` |
| Number of cells produced by synthesis | `187` |
| Setup slack on the worst flop-to-flop path | `0.54 ns` |
| Data arrival time of the critical path | `2.11 ns` |
| Crit start category | `flop` |
| Clk buf depth | `2` |
| Clock period minus worst slack | `2.67 ns` |
| Maximum number of pins on one net before global-route repair | `18` |
| Maximum resistive drop on vdd | `0.247 mV` |
| Antenna-violating nets left | `0` |
| Area of the synthesized netlist per yosys stat | `1500 sq um` |
| Leakage | `0.706 nW` |
| Fraction of registers with async set/reset | `100%` |
| Placed cell areas | `1870 sq um` |
| Highest-delay cell along the critical path | `clkdlybuf4s50_1` |
| Largest stage delay on the critical path | `0.53 ns` |
through the flow:
stage,util (%),instances,hold slack (ns)
2_1_floorplan,-,187,0.264
3_3_place_gp,36.8,283,0.612
3_5_place_dp,36.8,283,0.608
4_1_cts,37.8,286,0.629
5_1_grt,37.8,286,0.669
6_report,37.8,286,0.629
cell usage in the layout, fill, tap and decap left out, types with 3 or more instances in the layout:
cell type / n
nor2_1: 11
mux2i_1: 4
o21ai_0: 17
clkbuf_8: 3
a31oi_1: 3
nand2_1: 22
xor2_1: 3
nor3_1: 9
o31ai_1: 3
clkdlybuf4s50_1: 20
o22ai_1: 3
ha_1: 3
buf_4: 19
and3_1: 5
inv_1: 4
o32ai_1: 3
xnor2_1: 3
dfrtp_1: 15
nor4_4: 3
nand3_1: 8
a21oi_1: 14
nand4_1: 6
routing by layer:
layer | track usage [%] | wire [um] | up-vias
li1 | - | - | 767
met1 | 15.1 | 2170 | 729
met2 | 17.8 | 2040 | 64
met3 | 2.22 | 340 | 9
met4 | 1.67 | 64 | 0
met5 | 0 | 0 | -
power by group:
part / switching [mW] / internal (mW)
Combinational: 0.365 / 0.360
Sequential: 0.0871 / 0.303
Clock: 0.0885 / 0.0956
Total: 0.540 / 0.758
what timing repair did:
| item | 4_1_cts | 5_1_grt |
|---|---|---|
| gates resized | 1 | 1 |
| setup endpoints to repair | 1 | 1 |
| endpoints found under the hold margin | 0 | 0 |
path summary, 6_finish.rpt:
kind	to	cells after the start
worst max-delay path	cout	4
worst min-delay path	data[14]	1
worst max register to register	data[14]	8
worst min register to register	data[14]	1
max in group asynchronous	data[10]	2
min in group asynchronous	data[2]	2
synth_stat cells, types with 3 or more instances:
cell type	n
a21oi_1	14
a31oi_1	3
and3_1	5
buf_2	6
clkbuf_1	6
dfrtp_1	16
ha_1	3
inv_1	4
mux2i_1	4
nand2_1	22
nand3_1	8
nand4_1	6
nor2_1	11
nor3_1	9
nor4_4	3
o21ai_0	17
o22ai_1	3
o31ai_1	3
o32ai_1	3
xnor2_1	3
xor2_1	3
final cells by class:
| type | instances | area [sq um] | share of cell area [%] |
|---|---|---|---|
| sequential | 16 | 402 | 20.9 |
| timing repair buffer | 39 | 343 | 17.9 |
| multi-input combinational | 153 | 1030 | 53.5 |
| inverter | 5 | 18.8 | 0.978 |
| tap | 70 | 87.6 | 4.57 |
| clock buffer | 3 | 41.3 | 2.15 |
logic make-up (layout without fill, tap and decap cells):
family	Yosys count	in the layout	share of synthesized area, %
simple gates	87	87	36.2
compound gates	53	53	23.1
buf+inv	18	47	5.26
flops	16	16	26.7
xor+xnor	6	6	3.51
mux	4	4	2.67
fa+ha+maj	3	3	2.50
Power and IR drop assume default switching activity.
